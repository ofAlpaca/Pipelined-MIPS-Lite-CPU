`run.sh`:
```
#!/bin/bash
# OpenROAD 26Q1-2900-gdf79404cd8, Yosys 0.63+post, stock flow scripts
make -C /OpenROAD-flow-scripts/flow DESIGN_CONFIG=/design/flow/config.mk WORK_HOME=/design/flow/orfs finish
```
`config.mk`:
```
export PLATFORM = sky130hd
export DESIGN_NAME = divider
export DESIGN_NICKNAME = divider
export VERILOG_FILES = /design/flow/design.v
export SDC_FILE = /design/flow/constraint.sdc
export NUM_CORES = 4
export LEC_CHECK = 1
export CORE_UTILIZATION = 30
```
`constraint.sdc`:
```
current_design divider

set clk_period 19.7
set clk_io_pct 0.2

create_clock -name clk0 -period $clk_period [get_ports {clk}]

set non_clock_inputs [all_inputs -no_clocks]
set_input_delay [expr $clk_period * $clk_io_pct] -clock clk0 $non_clock_inputs
set_output_delay [expr $clk_period * $clk_io_pct] -clock clk0 [all_outputs]
```
`design.v`:
```
module divider( Divout, Diviend, Divsor, Signal, reset, clk ) ;
input [31:0]Diviend ;
input [31:0]Divsor ;
input Signal ;
input reset ;
input clk ;
reg [31:0]DIVRHI ;
reg [31:0]DIVRLO ;
reg [63:0]REM ;
reg [31:0]QUOT ;
reg [5:0]counter ;
output reg [63:0]Divout ;
parameter DIVU = 1'b1;
parameter OUT = 1'b0;
always@( posedge clk )
 begin
  if ( reset )
  begin
    DIVRHI = 32'b0 ;
    DIVRLO = 32'b0 ;
    REM = 64'b0 ;
    QUOT = 32'b0 ;
    Divout = 64'b0 ;
	counter = 6'b000000 ;
  end
  else
  begin
    case ( Signal )
      DIVU:
      begin
	    if ( { DIVRHI, DIVRLO } == 64'b0 && counter == 6'b000000 ) 
        begin
          DIVRHI = Divsor;
          REM = { 32'b0, Diviend } ;
        end
	    if ( counter != 6'b100001 )
        begin
          REM = REM - { DIVRHI, DIVRLO } ;
          if ( REM[63] == 1'b0 )
          begin
            QUOT = QUOT << 1 ;
            QUOT[0] = 1 ;
          end
          else
          begin
            REM = REM + { DIVRHI, DIVRLO } ;
            QUOT = QUOT << 1 ;
            QUOT[0] = 0 ;
          end
		  counter = counter + 1 ;
          { DIVRHI, DIVRLO } = { DIVRHI, DIVRLO } >> 1 ;
		end
      end
      OUT:
      begin
          Divout = { REM[31:0], QUOT } ;
      end
    endcase
  end
end
endmodule
```
==> notes.md <==
The implementation run finished. The flow ran to the end, and the final reports show no timing, DRC or antenna violations. Looking at the critical path, the highest net fanout was 5. The finished layout reports a core utilization of 35.3%.

In the Yosys stats the netlist draws on 85 distinct library cells. The die is 245 um wide. The clock passes through at most 3 buffers. Post-synth the commonest register cell is dfxtp_1.

Count of buffers added by post-CTS timing repair for setup landed at 0. The run reported a max-capacitance violation count of 0. Combined area of all synthesized cells landed at 17,800 um^2.

Final global-route overflow total landed at 0. The synthesized design spends more area on one cell type than any other, namely dfxtp_1. Mean area per synthesized cell landed at 7.30 um^2. The detail route stage leaves a number of antenna-violating nets equal to 0. Endpoint required time on the critical path landed at 20.18 ns. The synthesis report lists the most area-consuming cells as dfxtp_1 26%, ha_1 9.6%, a21oi_1 8.5%. Buffers inserted to repair hold after CTS numbered 0. Pin placement for this block handled 131 I/O pins. Largest net degree at the start of global routing landed at 72. Endpoint arrival time on the critical path landed at 10.09 ns. For the pin with the worst max-slew slack, the measured transition is 0.892 ns. STA classifies the critical path endpoint as a flop. Tally of yosys warning messages landed at 1.

Timing analysis after detailed placement gives a worst setup slack of 9.57 ns. STA reports the tightest min-delay check as being of type flop to flop. The floorplan has 88 rows. Per the timing report, the achievable frequency comes out to 104 MHz. Headroom to the max-slew limit came out at 40.0%. Across all setup checks in the final design, the least slack found is 10.09 ns.

Via count of the first global-routing pass landed at 16,200. Minimum period implied by the final worst setup slack landed at 9.61 ns. Combined global-route utilization of all metal layers landed at 19.6%.

Total number of clock tree sinks landed at 230. Across the routed clock network, the largest skew measured is 0.0467 ns. The final antenna diode tally reported by the flow is 0.

Setup repair after global routing left no endpoint under its margin. The end-of-flow timing check tallies setup violations at 0. Looking at the setup timing report, the critical path kind is primary input to flop. The core region is 58,100 um^2. Global-route wire length before repair landed at 92,000 um.

Total negative slack for setup checks landed at 0 ns. Count of warning messages emitted by the tools landed at 36. The synthesized design contains 0 enable-type register cells.

Clock latency of the later-clocked register in the worst-skew pair landed at 0.60 ns. The worst setup path is launched from a primary input. The tree is rooted in a clkbuf_16. Per the TritonCTS log, the buffer count is 28. Post-CTS resize count landed at 0.

In this run the number of H-tree levels came out at 1. Length of the first detailed-routing pass in iterations landed at 5. Once detailed placement completed, the half-perimeter wirelength came to 44,000 um. In the final report, the number of pins over their slew limit comes to 0. Height of the die landed at 245 um. TritonCTS built the clock tree.

Pre-placement core utilization landed at 30.6%. Summed over all layers, the routed wires come to 58,300 um. Wire length per cell after detailed routing landed at 17.9 um. Count of input and output buffers landed at 130. Tally of filler cells in the layout landed at 6,040. Mean number of vias per cell landed at 5.30. Number of vias after detailed routing landed at 17,200.

Portion of the post-synthesis area used by sequential elements landed at 25.9%. Yosys reported a register bit count of 230. The synthesized instance count is 2,434. Clock transition at the register clock pins on the worst setup and hold paths after CTS landed at 0.06 ns. For reference, the final report shows the hold violation count at 0.

Cell count listed in synth_stat.txt landed at 2,434. Per the OpenROAD floorplan log, the area of the die is 60,200 um^2. After synthesis, the largest area contributor takes up 25.9% of total cell area.

The number of antenna violations at the first check in global routing was 0. Summing all multi-input logic gate instances after layout gives 12,200 um^2. Routability congestion estimate from global placement landed at 0.984. Summing all flip-flop and latch instances after layout gives 4600 um^2. Between the synthesized netlist and the finished layout, the area growth was recorded as 15.4%. Violation tally from detailed-route iteration zero landed at 1,224. For this run, design rule violations remaining after detail routing come to 0. Fraction of layout cells with a size suffix above 1 landed at 3.83%. After layout, the worst path uses 48.8% of the clock period.

Async set-reset flop share out of synthesis landed at 0%. Area figure in the yosys stat output landed at 17,800 um^2.
==> worst max-delay path, cell delays in order <==
cell and delay (ns):
clkdlybuf4s50_1 0.41, nand2_1 0.09, nand2_1 0.10, ha_1 0.28, nor2b_1 0.17, o2111ai_1 0.19
a2111o_1 0.49, a21oi_2 0.26, nor2_1 0.10, o31ai_1 0.53, a21oi_1 0.20, a21oi_2 0.27
mux2i_1 0.13, or4_1 0.60, ha_1 0.41, a211oi_1 0.29, o311ai_0 0.20, o211ai_1 0.15
o21ai_0 0.10, a41o_1 0.28, a21boi_1 0.23, o311a_1 0.29, xnor2_1 0.10, o221a_1 0.24
==> cell usage after synthesis, types with 46 or more instances <==
cell and number:
a21o_1 71, xor2_1 47, mux2i_1 50, dfxtp_1 230, clkbuf_1 129, nor2_1 210, nor3_1 48, nand2b_1 71
xnor2_1 63, o21ai_0 74, ha_1 136, o211ai_1 46, inv_1 97, a21oi_1 300, nand2_1 394, a211oi_1 58
==> placed cells by master, fill, tap and decap left out, types with 8 or more instances in the layout <==
| master | instances |
|---|---|
| buf_4 | 18 |
| nor2_1 | 210 |
| o31ai_1 | 9 |
| nor2b_1 | 15 |
| o21ai_0 | 74 |
| o22ai_1 | 10 |
| a21boi_0 | 9 |
| o32ai_1 | 17 |
| xor2_1 | 47 |
| clkbuf_16 | 28 |
| and3_1 | 16 |
| nor4_1 | 18 |
| nand2_1 | 393 |
| a21o_1 | 71 |
| dfxtp_1 | 230 |
| o21a_1 | 18 |
| nand2b_1 | 71 |
| and2_1 | 40 |
| nand4_1 | 35 |
| nand3_1 | 43 |
| a211oi_1 | 58 |
| o21bai_1 | 21 |
| a21oi_1 | 300 |
| or3_1 | 8 |
| clkdlybuf4s50_1 | 128 |
| inv_1 | 97 |
| o21ai_1 | 13 |
| ha_1 | 136 |
| xnor2_1 | 63 |
| a31oi_1 | 22 |
| nor3_1 | 48 |
| o211ai_1 | 46 |
| mux2i_1 | 50 |
==> path summary, 6_finish.rpt <==
kind	cells after the start	start	slack (ns)	end
worst max register to register	28	DIVRLO[12]$_SDFFE_PP0P_	11.06	REM[59]$_SDFFE_PP0P_
worst min-delay path	2	Divout[61]$_SDFFE_PP0N_	0.46	Divout[61]$_SDFFE_PP0N_
worst max-delay path	24	Diviend[1]	10.09	REM[59]$_SDFFE_PP0P_
worst min register to register	2	Divout[61]$_SDFFE_PP0N_	0.46	Divout[61]$_SDFFE_PP0N_
==> registers in the layout (all words and copies together), names as in the netlist <==
signal,flops
DIVRHI,32
QUOT,32
REM,64
DIVRLO,32
Divout,64
counter,6
==> layer usage <==
metal	wire (um)	track usage, %
met1	28100	29.2
met2	26100	30.9
met3	2580	1.77
met4	1480	4.33
met5	0	0
==> final cells by class <==
type | instances | share of cell area [%]
Clock inverter | 11 | 0.824
Multi-Input combinational cell | 1962 | 59.6
Clock buffer | 35 | 3.69
Tap cell | 765 | 4.67
Inverter | 97 | 1.78
Timing Repair Buffer | 148 | 7.02
Sequential cell | 230 | 22.5
==> per-stage QoR <==
stage               std cells  hold WS, ns  area, um^2
CTS                      3248        0.462       20500
finish                   3248        0.459       20500
global route             3248        0.481       20500
floorplan                2434        0.422       17800
detailed placement       3202        0.454       19600
global placement         3202        0.443       19600
==> cell families after synthesis <==
logic type	synth area share, %
adders and majority gates	9.80
xor gates and xnor gates	5.58
and+or+nand+nor	23.8
buffers and inverters	5.45
AOI/OAI and AO/OA	26.2
DFF	25.9
muxes	3.32
